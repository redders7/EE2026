==> ./design.v <==
`timescale 1ns / 1ps
module mouseIndividual(
    input clock,
    input left, middle, right,
    input [11:0] xpos,
    input [11:0] ypos,
    input [12:0] pixel_index,
    output reg [15:0] oled_data = 0,
    input [4:0] sw,
    input [6:0] num_seg
    );
    reg alt = 0;
    wire [12:0] x_coord;
    assign x_coord = pixel_index % 96;
    wire [12:0] y_coord;
    assign y_coord = pixel_index / 96;
    reg [12:0] curr_x;
    reg [12:0] curr_y; 
    wire [12:0] xpos_scaled;
    wire [12:0] ypos_scaled;
    assign xpos_scaled = xpos / 4;
    assign ypos_scaled = ypos / 4;
    always @ (posedge clock) begin
        if (~sw[4] & ((x_coord >= 57 & x_coord <= 59 & y_coord <= 59) | (y_coord >= 57 & y_coord <= 59 & x_coord <= 59))) begin
            oled_data <= 16'h07E0;
        end
        else if (((x_coord === 5 | x_coord === 10 | x_coord == 40 | x_coord === 45) & (y_coord >= 5 & y_coord <= 50)) |
                ((x_coord >= 5 & x_coord <= 45) & (y_coord === 5 | y_coord === 10 | y_coord === 25 | y_coord === 30 | y_coord === 45 | y_coord === 50))) begin
            oled_data <= 16'hFFFF;
        end
        else if (num_seg[0] & (x_coord > 10 & x_coord < 40 & y_coord > 5 & y_coord < 10)) begin oled_data <= 16'hFFFF; end
        else if (num_seg[1] & (x_coord > 40 & x_coord < 45 & y_coord > 10 & y_coord < 25)) begin oled_data <= 16'hFFFF; end
        else if (num_seg[2] & (x_coord > 40 & x_coord < 45 & y_coord > 30 & y_coord < 45)) begin oled_data <= 16'hFFFF; end
        else if (num_seg[3] & (x_coord > 10 & x_coord < 40 & y_coord > 45 & y_coord < 50)) begin oled_data <= 16'hFFFF; end
        else if (num_seg[4] & (x_coord > 5 & x_coord < 10 & y_coord > 30 & y_coord < 45)) begin oled_data <= 16'hFFFF; end
        else if (num_seg[5] & (x_coord > 5 & x_coord < 10 & y_coord > 10 & y_coord < 25)) begin oled_data <= 16'hFFFF; end
        else if (num_seg[6] & (x_coord > 10 & x_coord < 40 & y_coord > 25 & y_coord < 30)) begin oled_data <= 16'hFFFF; end
        else if ((num_seg[0] | num_seg[5]) & ((x_coord > 5 & x_coord < 10 & y_coord > 5 & y_coord < 10))) begin oled_data <= 16'hFFFF; end
        else if ((num_seg[0] | num_seg[1]) & ((x_coord > 40 & x_coord < 45 & y_coord > 5 & y_coord < 10))) begin oled_data <= 16'hFFFF; end
        else if ((num_seg[4] | num_seg[5] | num_seg[6]) & ((x_coord > 5 & x_coord < 10 & y_coord > 25 & y_coord < 30))) begin oled_data <= 16'hFFFF; end
        else if ((num_seg[1] | num_seg[2] | num_seg[6]) & ((x_coord > 40 & x_coord < 45 & y_coord > 25 & y_coord < 30))) begin oled_data <= 16'hFFFF; end
        else if ((num_seg[3] | num_seg[4]) & ((x_coord > 5 & x_coord < 10 & y_coord > 45 & y_coord < 50))) begin oled_data <= 16'hFFFF; end
        else if ((num_seg[2] | num_seg[3]) & ((x_coord > 40 & x_coord < 45 & y_coord > 45 & y_coord < 50))) begin oled_data <= 16'hFFFF; end
        else begin
        alt <= (middle) ? ~alt : alt;
        if ((alt))
        begin
            curr_x <= (xpos_scaled > 94) ? 94 : (xpos_scaled < 0) ? 0 : xpos_scaled;
            curr_y <= (ypos_scaled > 62) ? 62 : (ypos_scaled < 0) ? 0 : ypos_scaled;
            if ((x_coord == curr_x && y_coord == curr_y) | (x_coord == curr_x+1 && y_coord == curr_y) | (x_coord == curr_x-1 && y_coord == curr_y)|
                (x_coord == curr_x && y_coord == curr_y+1) | (x_coord == curr_x+1 && y_coord == curr_y+1) | (x_coord == curr_x-1 && y_coord == curr_y+1) |
                (x_coord == curr_x && y_coord == curr_y-1) | (x_coord == curr_x+1 && y_coord == curr_y-1) |  (x_coord == curr_x-1 && y_coord == curr_y-1))                  
            begin
                oled_data <= 16'b0000011111100000;
            end
            else begin
                oled_data <= 0;
            end
        end
        else if (~alt) 
        begin
            curr_x <= (xpos_scaled > 95) ? 95 : (xpos_scaled < 0) ? 0 : xpos_scaled;
            curr_y <= (ypos_scaled > 63) ? 63 : (ypos_scaled < 0) ? 0 : ypos_scaled;
            if (x_coord == curr_x && y_coord == curr_y)
            begin
                oled_data <= 16'b1111100000000000;
            end
            else begin
                oled_data <= 0;
            end
        end
        end
    end
endmodule
==> ./run.sh <==
#!/bin/bash
# OpenROAD 26Q1-2900-gdf79404cd8, Yosys 0.63+post, stock flow scripts
make -C /OpenROAD-flow-scripts/flow DESIGN_CONFIG=/design/flow/config.mk WORK_HOME=/design/flow/orfs finish
==> ./config.mk <==
export PLATFORM = sky130hd
export DESIGN_NAME = mouseIndividual
export DESIGN_NICKNAME = mouseIndividual
export VERILOG_FILES = /design/flow/design.v
export SDC_FILE = /design/flow/constraint.sdc
export NUM_CORES = 4
export LEC_CHECK = 1
export CORE_UTILIZATION = 50
==> ./constraint.sdc <==
current_design mouseIndividual

set clk_period 7.8
set clk_io_pct 0.2

create_clock -name clk0 -period $clk_period [get_ports {clock}]

set non_clock_inputs [all_inputs -no_clocks]
set_input_delay [expr $clk_period * $clk_io_pct] -clock clk0 $non_clock_inputs
set_output_delay [expr $clk_period * $clk_io_pct] -clock clk0 [all_outputs]
==> metrics.log <==
[flow] final metrics
INFO  metric startpoint_type_of_the_worst_setup_path = input pin
INFO  metric met3_usage = 0.0319
INFO  metric wl = 13,400 um
INFO  metric post_synth_inst_count = 651
INFO  metric seq_power_share = 0.273
INFO  metric timing.max_cap.violations = 0
INFO  metric cellInternalPower = 0.382 mW
INFO  metric fp.coreArea = 9280 um2
INFO  metric route.detailed.wl_per_inst = 16.7 um
INFO  metric worst_pin_slew = 0.877 ns
INFO  metric grt_start_max_net_pins = 27
INFO  metric synth.top_cells.by_area = sky130_fd_sc_hd__edfxtp_1 13%, sky130_fd_sc_hd__xnor2_1 5.1%, sky130_fd_sc_hd__nor2_1 4.2%
INFO  metric postSynthRegisterBits = 24
INFO  metric dominantRegCellSynth = sky130_fd_sc_hd__edfxtp_1
INFO  metric route.vias.total = 5,149
INFO  metric numCtsBuffers = 3
INFO  metric total_iterations_of_the_first_detailed_routing_run = 5
INFO  metric timing.slew.headroom = 0.410
INFO  metric regToRegEndpoint = oled_data[9]
INFO  metric grt.met2_usage = 0.415
INFO  metric portBuffers = 58
INFO  metric async_s_r_ff_share_synth = 0
INFO  metric timing.reg2reg.worst_path_depth = 15
INFO  metric setup.worst_path.end_class = flip-flop
INFO  metric synth_cell_types = 104
INFO  metric vdd_ir_drop_max = 0.0000921 V
INFO  metric grt_pass1_vias = 4,546
INFO  metric synthTopLogicFamily = AND-OR/OR-AND gates
INFO  metric enable_flop_cells = 21
INFO  metric synth_stat.cells = 651
INFO  metric die-height = 99.9 um
INFO  metric layout_cell_share_with_drive_strength_beyond_1 = 0.0905
INFO  metric finalPower = 0.681 mW
INFO  metric detailedPlacementHpwl = 10,200 um
INFO  metric fin_hold_ws = 0.716 ns
INFO  metric hold_viol = 0
INFO  metric fin_skew = 0.0145 ns
INFO  metric seq_area_frac_synth = 0.144
INFO  metric setup_repair_after_global_routing_missed_its_margin = false
INFO  metric reg2reg_from = curr_y[0]
INFO  metric total_switching_power = 0.299 mW
INFO  metric netlist.top_cell.by_area = sky130_fd_sc_hd__edfxtp_1
INFO  metric path_cells = clkdlybuf4s50_1 -> ha_1 -> and4b_1 -> o21ai_2 -> a21oi_1 -> a211oi_1 -> nand4_1 -> a211oi_4 -> buf_4 -> mux2i_1 -> a22o_1 -> a21oi_2 -> o22ai_1 -> nor4_2 -> a21o_2 -> and2_1
INFO  metric cts_repair_resize_count = 0
INFO  metric clock_tree.root_cell = sky130_fd_sc_hd__clkbuf_8
INFO  metric synth.area.mux_share = 0.0360
INFO  metric syn-cell-area = 4790 um2
INFO  metric grt_antenna_before_repair = 0
INFO  metric worstHoldPathCells = 1
INFO  metric power_density = 126 nW/um2
INFO  metric setup_viol_count_final = 0
INFO  metric floorplanUtilization = 0.516
INFO  metric fin_ws = 1.08 ns
INFO  metric cts_buffer_depth = 2
INFO  metric totalNegativeSetupSlack = 0 ns
INFO  metric drc_errors = 0
INFO  metric ioPinCount = 69
INFO  metric power_frac_clock = 0.126
INFO  metric floorplan.rows = 35
INFO  metric use_met1 = 0.444
INFO  metric simple_share_synth = 0.313
INFO  metric adder_share = 0.0131
INFO  metric netlist.area_leader.share = 0.132
INFO  metric die-width = 99.9 um
INFO  metric pre_cts_slack = 0.867 ns
INFO  metric clkTransAtPathRegs = 0.08 ns
INFO  metric critPathKind = in -> reg
INFO  metric average_size_of_a_mapped_cell = 7.36 um2
INFO  metric critPathMaxStageDelay = 0.62 ns
INFO  metric detail-route-antenna-nets = 0
INFO  metric detailedRoute.firstIterationViolations = 352
INFO  metric overall_overflow_remaining_after_global_route = 0
INFO  metric comb_power_share = 0.600
INFO  metric final_cell_mix = 58 x sky130_fd_sc_hd__clkdlybuf4s50_1, 54 x sky130_fd_sc_hd__nor2_1, 53 x sky130_fd_sc_hd__nand2_1
INFO  metric static-leakage-power = 1.85 nW
INFO  metric dieArea = 9980 um2
INFO  metric layout_min_cycle_time = 6.72 ns
INFO  metric post_synth_xor_area_fraction = 0.0720
INFO  metric sw_share = 0.439
INFO  metric post_cts_hold_buffer_count = 0
INFO  metric synth_chip_area = 4790 um2
INFO  metric post-cts-setup-buffer-count = 0
INFO  metric grt_first_pass_wirelength = 22,300 um
INFO  metric numPlacedInstances = 799
INFO  metric cts_tree = done
INFO  metric clk_latency = 0.28 ns
INFO  metric crit_slowest_cell = sky130_fd_sc_hd__a211oi_4
INFO  metric cp-startpoint = pixel_index[12]
INFO  metric worst_hold_path_type = reg -> reg
INFO  metric place.gp.congestion = 0.951
INFO  metric busiest_layer = met1
INFO  metric cts_htree_levels = 1
INFO  metric reg2reg_setup_slack = 4.37 ns
INFO  metric lay_top_count = sky130_fd_sc_hd__clkdlybuf4s50_1
INFO  metric syn_to_final_growth = 13.0%
INFO  metric routed_via_density = 6.41
INFO  metric worstHoldStart = alt
INFO  metric cp_max_fo = 22
INFO  metric result_of_the_run = finished clean
INFO  metric synth-compound-area-share = 0.345
INFO  metric timing.final.crit_share = 0.861
INFO  metric cp_data_arrival_time = 6.70 ns
INFO  metric report.final.slew_viol_count = 0
INFO  metric tool_warning_count = 38
INFO  metric data_required_critical_path = 7.79 ns
INFO  metric groute.usage.overall = 0.279
INFO  metric final_cell_count_no_fill = 803
INFO  metric synth-warning-count = 1
INFO  metric antenna-diode-count = 0
INFO  metric tritoncts_sink_count = 24
INFO  metric max_freq = 0.149 GHz
INFO  metric whs_endpoint = curr_y[0]
worst max path at each step:
| stage | end |
|---|---|
| 4_1_cts | alt |
| 5_1_grt | alt |
| 6_report | alt |
state kept, by name (all words and copies together) (netlist names):
name,flops
curr_x,10
alt,1
oled_data,3
curr_y,10
area by class of cell:
type	count	area [um2]
multi-input combinational	558	3760
sequential	24	691
timing repair buffer	73	693
tap	129	161
inverter	15	56.3
clock buffer	4	55.1
fill	866	3870
power groups by stage:
stage                 Clock, mW  Combinational, mW  Sequential (mW)
after CTS                0.0884              0.404            0.186
after global routing     0.0925              0.449            0.189
final                    0.0861              0.409            0.186
cells by family (layout without fill, tap and decap cells):
logic type      Yosys count  after routing
flops                    24             24
simple gates            280            280
buf+inv                  75             92
fa+ha+maj                 5              5
xor+xnor                 37             37
mux                      16             16
compound gates          213            213
other cells               1              7
worst max-delay path: cells and delay by family:
family	cells	cell delay, ns
compound gates	8	2.59
fa+ha+maj	1	0.52
buf+inv	2	0.71
mux	1	0.14
simple gates	4	1.17
Yosys cell counts, types with 6 or more instances:
cell                        n
sky130_fd_sc_hd__nand2_1   53
sky130_fd_sc_hd__edfxtp_1  21
sky130_fd_sc_hd__nor3_1    29
sky130_fd_sc_hd__buf_4     14
sky130_fd_sc_hd__xor2_1     7
sky130_fd_sc_hd__nor2_1    54
sky130_fd_sc_hd__a21oi_1   32
sky130_fd_sc_hd__and2_1     6
sky130_fd_sc_hd__inv_1     14
sky130_fd_sc_hd__buf_2      9
sky130_fd_sc_hd__o21a_1     9
sky130_fd_sc_hd__nor2b_1    8
sky130_fd_sc_hd__o22ai_1   11
sky130_fd_sc_hd__and3_1     7
sky130_fd_sc_hd__nor4_1    11
sky130_fd_sc_hd__mux2i_1   12
sky130_fd_sc_hd__a211oi_1  17
sky130_fd_sc_hd__o211ai_1   9
sky130_fd_sc_hd__a21o_1     8
sky130_fd_sc_hd__nand2b_1  17
sky130_fd_sc_hd__or3_1      8
sky130_fd_sc_hd__nand4_1   13
sky130_fd_sc_hd__xnor2_1   28
sky130_fd_sc_hd__nand3_1   35
sky130_fd_sc_hd__clkbuf_1  29
sky130_fd_sc_hd__a31oi_1   11
sky130_fd_sc_hd__o21ai_0   33
layer usage:
layer,up-vias,share of wire
met1,2368,0.48
li1,2538,-
met2,223,0.43
met5,-,0
met4,0,0.018
met3,20,0.077
through the flow:
| step | utilization | instance area, um2 |
|---|---|---|
| after floorplan | - | 4820 |
| after global placement | 0.578 | 5360 |
| after detailed placement | 0.578 | 5360 |
| after CTS | 0.584 | 5420 |
| after global routing | 0.584 | 5420 |
| final | 0.584 | 5420 |
Power and IR drop assume default switching activity.
