==> flow/constraint.sdc <==
current_design toggle_image_display

set clk_period 8.0
set clk_io_pct 0.2

create_clock -name clk0 -period $clk_period [get_ports {CLOCK}]

set non_clock_inputs [all_inputs -no_clocks]
set_input_delay [expr $clk_period * $clk_io_pct] -clock clk0 $non_clock_inputs
set_output_delay [expr $clk_period * $clk_io_pct] -clock clk0 [all_outputs]
==> flow/config.mk <==
export PLATFORM = sky130hd
export DESIGN_NAME = toggle_image_display
export DESIGN_NICKNAME = toggle_image_display
export VERILOG_FILES = /design/flow/design.v
export SDC_FILE = /design/flow/constraint.sdc
export NUM_CORES = 4
export LEC_CHECK = 1
export CORE_UTILIZATION = 40
==> flow/run.sh <==
#!/bin/bash
# OpenROAD 26Q1-2900-gdf79404cd8, Yosys 0.63+post, stock flow scripts
make -C /OpenROAD-flow-scripts/flow DESIGN_CONFIG=/design/flow/config.mk WORK_HOME=/design/flow/orfs finish
==> flow/design.v <==
`timescale 1ns / 1ps
module toggle_image_display(input btnL, btnR, CLOCK, input [15:0] sw, tj, tj_blur, cleon, cleon_blur, shao, shao_blur, sweeram, sweeram_blur, output reg [15:0] data_out = 0, output [1:0] currUser); 
    reg [31:0] left_count = 0;
    reg [63:0] right_count = 0;
    reg left_pressed = 0;
    reg right_pressed = 0;
    reg [1:0] who_to_display = 0;  
    assign currUser = who_to_display;
    always @(posedge CLOCK) begin
        if (left_pressed == 1) begin 
            left_count <= (left_count == 24999999) ? 0 : left_count + 1; 
            left_pressed <= (left_count == 24999999) ? 0 : 1;
        end
        if (btnL & left_pressed == 0) left_pressed <= 1;
        if (right_pressed == 1) begin
            right_count <= (right_count == 24999999) ? 0 : right_count + 1; 
            right_pressed <= (right_count == 24999999) ? 0 : 1;
        end 
        if (btnR & right_pressed == 0) right_pressed <= 1;
    end
    always @(posedge CLOCK) begin
        if (btnL == 1 & left_pressed == 0) who_to_display <= (who_to_display == 0) ? 3 : who_to_display - 1;
        else if (btnR == 1 & right_pressed == 0) who_to_display <= (who_to_display == 3) ? 0 : who_to_display + 1;
    end
    always @(posedge CLOCK) begin
        if (sw[4]) begin  
            if (who_to_display == 0) data_out <= tj_blur;
            else if (who_to_display == 1) data_out <= cleon_blur;
            else if (who_to_display == 2) data_out <= shao_blur;
            else if (who_to_display == 3) data_out <= sweeram_blur;
        end
        else begin  
            if (who_to_display == 0) data_out <= tj;
            else if (who_to_display == 1) data_out <= cleon;
            else if (who_to_display == 2) data_out <= shao;
            else if (who_to_display == 3) data_out <= sweeram;
        end
    end
endmodule
==> ds_physical_params.txt <==
Table: implementation figures

Parameter                              Value

Detailed routing
  Average wire per standard cell    16.26 µm
  Via count of the routed design    roughly 5,100
  Number of vias per cell    5.128
  Antenna diode instance count    0
  ANT nets after route    0
  Number of detailed-routing iterations run before antenna repair    4
  Detailed-route DRC error count    0
  Wire length after detailed routing    16.29 mm
  Iteration-0 DRC Markers    between 200 and 250

Worst setup path
  Max FO, Critical Path    5
  Reg-to-reg slack, setup    ~5500 ps
  Endpoint of the most critical register-to-register path    right_count[42]
  Critical setup path kind    reg -> out
  CP delay by family, top    buffers and inverters
  CP required    6400 ps
  Launching point of the worst reg2reg path    right_count[0]
  Startpoint of the worst setup timing path    who_to_display[0]
  Buffering stage count on the worst path with inverters included    1
  Worst setup SP type    flop
  Slowest cell on crit path    clkdlybuf4s50_1
  Cell count of the worst reg-to-reg path    6
  CP Cell Sequence    clkdlybuf4s50_1
  WP depth    1
  Endpoint of the worst setup timing path    currUser[0]
  Kind of capture point of the worst setup path    output port
  Worst path max stage delay    between 500 and 600 ps
  Critical path data arrival time    1340 ps

Timing
  Shortest period the worst path allows    2941 ps
  Maximum clock frequency    0.3400 GHz
  Worst rel slew slack    between 40% and 50%
  Setup repair after global routing missed its margin    no
  Worst clock skew    10.80 ps
  Number of hold violations in the final report    0
  Share of the cycle needed by the critical path after routing    a little under two fifths
  Post-Route Setup TNS    0 ps
  Total setup violations reported at the end of the flow    0
  Final-report max-slew violation count    0
  Worst slew pin tran    766.1 ps

Yosys
  Per-instance average area after synthesis    ~11 µm²
  Part of the Yosys area used for sequential elements    between 40 and 50%
  Area share, top type    42.69%
  Main area contributors    edfxtp_1 (43%), xor2_1 (7.2%), dfxtp_1 (5.2%), mux4_2 (5.2%), nor2_1 (4.7%)
  Adder share    1.089%
  Number of standard cells after synthesis    616
  Dominant kind of combinational cell    simple AND/OR/NAND/NOR gates
  Most frequently used cell type in the post-synthesis netlist    edfxtp_1
  Count of distinct cell types in the synthesized netlist    39
  Asr flop ratio synth    0%
  Seq cells post-synth    116
  Number of flops mapped to enable cells by yosys    98
  Top cells by instance count after synthesis    edfxtp_1 (98), nor2_1 (87), xor2_1 (57), xnor2_1 (35)
  Number of warnings printed during yosys synthesis    1
  Dominant register cell    edfxtp_1
  Area of the synthesized netlist per yosys stat    6894 µm²
  Cell type with the highest aggregate area in the netlist    edfxtp_1
  Number of cells in the yosys synthesis report    616
  Post-Synth Simple-Gate Area    23.97%
  Compound Share, Synth    under 10%
  Fraction of synthesized cell area in xor and xnor cells    approximately an eighth
  Proportion of synthesized area in mux cells    under 10%
  Post-synthesis instance area    about 7000 µm²

Clock tree
  Number of clock sinks    116
  Buffer cell driving the clock tree root    clkbuf_16
  Number of levels the H-tree was split into    4
  Buffers inserted during post-CTS setup optimization    0
  Post-cts repair resize count    0
  Post-CTS clock slew at the launch and capture registers of the worst setup and hold paths    about 50 ps
  CTS tree    done
  Maximum clock insertion buffer count    2
  Number of buffers inserted for hold repair after clock tree synthesis    0
  Worst-Skew Late Latency    410 ps
  Number of buffers created by CTS    17

Run
  OpenROAD warnings    43
  Max-capacitance violation count    0

Cells and area
  Fill cells    about 1,400
  Summed area of non-filler cells in the final layout    9150 µm²
  Area occupied by registers    around 3300 µm²
  Area taken by multi-input logic gates    3412 µm²
  Post-synthesis to final-layout area growth    32.72%
  Share of cells above drive strength 1    12.53%

Min path
  Class of the most critical hold timing path    reg -> reg
  Depth of the worst hold-timing path    1

Place
  Routability congestion estimate    0.8449
  Placed wire-length estimate    between 10 and 15 mm
  Number of I/O port buffers    149
  Cell area after placement    8606 µm²

Global routing
  GR Util All Layers    20.03%
  Maximum number of pins on one net before global-route repair    between 40 and 50
  Initial antenna violation count    0
  Sum of overflow across all layers after global routing    0
  Wire length of the first global-routing pass    26.26 mm
  Number of global-route vias before repair    around 5,200

Floorplanning
  Die X    133.3 µm
  I/O pin count    165
  Total Die Area    approximately 18,000 µm²
  Pre-Place Util    41.28%
  Core footprint    approximately 17,000 µm²
  Height of the die    133.3 µm
  Row count    47

Power
  Total power    1.718 mW
  Power Dens Cells    around 190 nW/µm²
  Static leakage power    3.444 nW
  Worst ir drop on vdd    0.1564 mV

Status
  Outcome    completed
metal layers:
layer / wire length (µm) / track usage (%) / up-vias
met1: 6531 / 26.69 / 2367
met4: 296 / 3.535 / 0
met5: 0 / 0 / -
li1: - / - / 2582
met3: 1127 / 5.750 / 18
met2: 8334 / 34.09 / 171
cells by family after synthesis:
logic type | Yosys count
muxes | 48
AOI/OAI and AO/OA | 38
xor gates and xnor gates | 92
DFF | 116
and+or+nand+nor | 274
adders and majority gates | 6
buffers and inverters | 42
how the worst min path moves through the flow:
stage | from | to | slack (ps)
after CTS | left_count[31] | left_count[31] | 610
after global routing | left_count[31] | left_count[31] | 620
final | right_count[63] | right_count[63] | 600
sequential cells by signal (all words and copies together) (netlist names):
signal,cells
data_out,16
left_count,32
left_pressed,1
right_count,64
right_pressed,1
who_to_display,2
area by class of cell:
cell class	instances	share of cell area, %
Timing Repair Buffer	156	16.82
Clock inverter	6	0.6017
Clock buffer	26	5.347
Sequential cell	116	36.11
Multi-Input combinational cell	458	37.29
Inverter	20	0.8205
Tap cell	220	3.008
report_power, final:
part           internal [mW]  switching, mW
Sequential             0.731         0.0766
Combinational          0.131         0.0859
Clock                  0.448          0.247
cell usage in the layout (no fill, tap or decap), drive strengths merged, types with 2 or more instances in the layout:
cell type	count
dfxtp	18
clkinv	5
nor4	28
clkbuf	26
mux2i	32
edfxtp	98
inv	20
nand4	33
mux4	16
nand3	33
o21ai	2
nor2b	2
nor2	88
or2	3
and3	9
buf	8
xor2	57
clkdlybuf4s50	148
nand2	35
a21oi	34
and4	6
nor3	34
ha	6
xnor2	35
per-stage QoR:
stage                     setup slack [ps]  hold WS, ps  utilization, %  cells
after global placement                4879        571.3           51.53    970
final                                 5059        602.3           54.79   1002
after CTS                             5023        605.1           54.79   1002
after global routing                  4994        615.2           54.79   1002
after floorplan                       5306        550.9               -    616
after detailed placement              4853        592.2           51.53    970
Power and IR drop assume default switching activity.
