===== design/flow/config.mk =====
export PLATFORM = sky130hd
export DESIGN_NAME = piano_audio
export DESIGN_NICKNAME = piano_audio
export VERILOG_FILES = /design/flow/design.v
export SDC_FILE = /design/flow/constraint.sdc
export NUM_CORES = 4
export LEC_CHECK = 1
export CORE_UTILIZATION = 30
export SYNTH_MEMORY_MAX_BITS = 65536

===== design/flow/constraint.sdc =====
current_design piano_audio

set clk_period 8.0
set clk_io_pct 0.2

create_clock -name clk0 -period $clk_period [get_ports {basys_clock}]

set non_clock_inputs [all_inputs -no_clocks]
set_input_delay [expr $clk_period * $clk_io_pct] -clock clk0 $non_clock_inputs
set_output_delay [expr $clk_period * $clk_io_pct] -clock clk0 [all_outputs]

===== design/flow/design.v =====
`timescale 1ns / 1ps
module piano_audio(
    input basys_clock,
    input is_play_audio,
    input BUTTON_C,
    input [20:0] frequency_count,
    input [11:0] max_volume_input,
    input isPiano,
    output reg [11:0] audio_out = 0
    );
   parameter M = 512;
    reg [11:0] piano_wave [0:511];
    reg [11:0] i;
    initial begin
        for (i = 0; i < 80; i = i + 1)
        begin
            piano_wave[i] = 504;
        end
        for (i = 80; i < 512; i = i + 1)
        begin
            piano_wave[i] = 504-i+80;
        end
    end
    wire [19:0] max_volume = max_volume_input;
    reg [20:0] new_wave = 0;
    reg [20:0] count = 0;
    reg [10:0] sample = 0;
    reg [18:0] points = 0;
    reg previous_BTNC;
    always @(posedge basys_clock)
    begin
        if (BUTTON_C == 1 && previous_BTNC == 0)
            begin
                sample <= 0;
            end
        if (is_play_audio == 1 && isPiano == 1)
        begin 
            points <= (points == 195312) ? 0 : points + 1;  
            count <= (count == frequency_count) ? 0 : count + 1;
            new_wave <= (count == 0) ? (new_wave != 0) ? 0 : max_volume*piano_wave[sample]/512 : new_wave;
            if (points == 0)
            begin  
                sample <= (sample == M-1) ? sample : sample+1;
            end
            audio_out <= new_wave[11:0]; 
            previous_BTNC <= BUTTON_C;
        end
    end
endmodule

===== design/flow/run.sh =====
#!/bin/bash
# OpenROAD 26Q1-2900-gdf79404cd8, Yosys 0.63+post, stock flow scripts
make -C /OpenROAD-flow-scripts/flow DESIGN_CONFIG=/design/flow/config.mk WORK_HOME=/design/flow/orfs finish

==> notes.md <==
Item: results of the latest flow run.

- The flow ran to the end, and the final reports show no timing, DRC or antenna violations.
- The data arrival time at the worst-slack endpoint is 6.73 ns.
- Per STA, the worst path accumulates the most delay in the family adder cells.
- The post-CTS hold buffer count recorded in the log is 0.
- The final-report max-slew violation count is 0.
- The timing report gives the biggest stage delay along the critical path as 0.68 ns.
- The post-synthesis cell type with the largest combined area is edfxtp_1.
- Adding up every negative setup slack in the final design gives 0 ns.
- Per the finish-stage timing summary, setup violations number 0.
- The horizontal die dimension reported for this design is 162 µm.
- The pin slew with the least headroom to its limit is 0.707 ns.
- The fraction of power spent switching nets is 0.378.
- The clock-pin transition on the worst setup and hold timing paths is 0.05 ns.
- For this design the total switching power over the nets is 0.000654 W.
- Synthesis produced 807 cells.
- The number of warnings in the stage logs is 30.
- For this block, the initial DRC count from the detailed router was 273.
- The share of final-layout standard cells stronger than drive strength 1 is 0.0449.
- The part of the power in combinational logic is 0.504.
- The placement summary gives the final routability congestion estimate as 0.877.
- In this run, synthesis inferred 78 flip-flops with an integrated enable.
- Setup repair after global routing left no endpoint under its margin.
- TritonCTS built the clock tree.
- The die height is 162 µm.
- The cell area that synthesis handed to floorplanning was 7650 µm².
- Post-synthesis, Yosys gives the total cell area as 7650 µm².
- The highest net fanout along the worst path is 9.
- The detail-routed via count per cell is 4.62.
- The power report attributes to the clock group a share of 0.223.
- The share of the clock period used by the worst path is 0.824.
- TritonRoute reported its final design rule violation total as 0.
- Post-synth the commonest register cell is edfxtp_1.
- The core area is 25100 µm².
- The detail route stage leaves a number of antenna-violating nets equal to 0.
- TritonRoute output was used to compute an average wire per cell of 12.7 µm.
- The highest clock rate is 152 MHz.
- The first-pass GRT wire length is 26.1 mm.
- The number of port buffers is 48.
- The post-synthesis sequential area ratio is 0.306.
- The internal portion of the total power is 0.00108 W.
- The share of synthesized area in the top cell type comes to 0.306.
- Detailed routing inserted a total of 5435 vias.
- The overflow left after global routing is 0.
- The classification of the worst setup path is primary input to flip-flop.
- The worst register-to-register path begins at sample[0].
- Counting flops with an async set or reset pin after synthesis yields a share of 0.
- The setup fix buffers added after clock tree synthesis is 0.
- The synthesis-to-finish area growth is 14.7%.
- The worst setup path is captured at a flip-flop.
- The cell repeated most along the worst path is fa_1.
- The count of antenna diodes in the layout is 0.
- The timing report notes that buffer and inverter cells on the critical path total 4.
- The data required time of the critical path is 8.15 ns.
- The path type of the worst min-delay path is flip-flop to flip-flop.
- The initialized floorplan defines 58 standard-cell rows.
- The worst path needs 6.59 ns of the cycle, external delays included.
- According to the report, the first pass of detailed routing completed in 4 iterations.
- In this run, post-CTS repair resized a total of 0 instances.
- CTS reports a maximum clock tree buffer depth of 2.
- The cell with the biggest individual delay on the critical path is clkdlybuf4s50_1.
- Sorting the synthesized cells by area gives the leading types as edfxtp_1 31%, fa_1 18%, ha_1 9.6%.
- After synthesis the netlist holds a flip-flop and latch count of 78.
- The cell at the root of the clock tree is clkbuf_16.
- The CTS report gives the tree buffer count as 9.
- Summed over all cells, the static leakage comes to 3.78 nW.
- The number of sinks on the clock net is 78.
- The count of unique library cells instantiated by Yosys is 52.
- The count of final hold-check violations is 0.
- The clock skew after layout is 0.00980 ns.
- The via count of the first global-routing pass came to 5377.
- In this run the number of H-tree levels came out at 3.
- The worst-case IR drop observed on VDD is 0.115 mV.
- The worst setup path is launched from a primary input.
- The Yosys warning count is 1.
- The post-detailed-routing wire length is 14.9 mm.
- Across all setup checks in the final design, the least slack found is 1.41 ns.
- The effective utilization at floorplan is 0.305.
- The maximum number of pins on one net before global-route repair is 56.
- The report counts max-capacitance violations totalling 0.
- The cell total in the yosys stat output is 807.
- The relative max-transition margin is 0.529.
- The initial antenna violation count is 0.
- The mean area per synthesized cell is 9.49 µm².
- The launch point of the critical path is max_volume_input[8].
- Traced cell by cell, the critical path runs through clkdlybuf4s50_1, nand2_1, fa_1, inv_1, fa_1, ha_1, fa_1, inv_1, fa_1, inv_1, ha_1, a21oi_1, o22ai_1, o21a_1, o21a_1, a211oi_2, o21ai_1, a221oi_2.
- The clock latency at the later pin of the worst-skew pair is 0.33 ns.
- The startpoint identified for the worst hold timing path is new_wave[10].
- The I/O pin count is 49.
- The chip occupies 26200 µm².
- Detailed placement ended at an HPWL of 11.5 mm.
- The total global routing track utilization is 0.127.
- The worst setup timing slack at the placement stage is 1.07 ns.
- The part of the total power dissipated in sequential elements is 0.273.
- Total power normalized to cell area comes to 197 nW/µm².
==> layout by cell type, fill, tap and decap left out, drive strengths merged, types with 7 or more instances in the layout <==
master         instances
inv                  115
buf                    9
xor2                  50
o21ai                 20
nand4                 11
clkdlybuf4s50         48
clkbuf                10
xnor2                 19
nor4                  16
fa                    70
nand3                 26
and2                  35
nor3                  11
and3                  12
nor2                  69
a21oi                 15
nand2                110
or3                    7
ha                    59
edfxtp                78
==> flip-flops by register name (all words and copies together) (netlist names) <==
signal	cells
new_wave	14
points	19
previous_BTNC	1
sample	11
audio_out	12
count	21
==> synthesized netlist by cell type, types with 2 or more instances <==
| cell | n |
|---|---|
| fa_1 | 70 |
| o21a_1 | 4 |
| mux2i_1 | 2 |
| o211ai_1 | 2 |
| and3_1 | 12 |
| and2_1 | 35 |
| xor2_1 | 50 |
| nand2_1 | 110 |
| xnor2_1 | 19 |
| a31oi_1 | 4 |
| nor4_1 | 15 |
| or3_1 | 7 |
| a21o_1 | 6 |
| clkbuf_1 | 17 |
| nor3b_1 | 4 |
| buf_1 | 9 |
| a211oi_1 | 3 |
| nor2_2 | 2 |
| ha_1 | 59 |
| o21ai_1 | 4 |
| nor3_1 | 9 |
| edfxtp_1 | 78 |
| inv_1 | 115 |
| buf_2 | 5 |
| nand3_1 | 26 |
| nor2b_1 | 4 |
| nand4_1 | 11 |
| o31ai_1 | 2 |
| a21oi_1 | 15 |
| a211o_1 | 3 |
| nor2_1 | 67 |
| o21ai_0 | 14 |
| nand2b_1 | 5 |
==> worst reg2reg max path, delay by kind of cell, from the launching register on <==
| family | cells | cell delay, ns |
|---|---|---|
| AOI/OAI and AO/OA | 9 | 1.81 |
| DFF | 1 | 0.48 |
| adders and majority gates | 7 | 2.85 |
| buffers and inverters | 5 | 0.53 |
| and+or+nand+nor | 4 | 0.51 |
==> final timing paths <==
kind | slack, ns | end | cells after the start
setup / recovery | 1.41 | new_wave[12] | 18
hold / removal | 0.45 | audio_out[10] | 0
setup reg to reg | 1.65 | new_wave[12] | 25
hold reg to reg | 0.45 | audio_out[10] | 0
==> routing by layer <==
metal / wire length, µm / GRT usage / vias to the layer above / part of all wire
met5: 0 / 0 / - / 0
met4: 146 / 0.0116 / 0 / 0.0098
met3: 947 / 0.0344 / 11 / 0.064
met2: 6300 / 0.180 / 138 / 0.42
met1: 7510 / 0.209 / 2581 / 0.50
li1: - / - / 2705 / -
==> cell families (layout without fill, tap and decap cells) <==
group,after synthesis,after routing,synth area share
simple gates,313,313,0.196
compound gates,68,68,0.0618
fa+ha+maj,129,129,0.280
flops,78,78,0.306
xor+xnor,69,69,0.0789
mux,3,3,0.00409
buf+inv,147,187,0.0734
==> power groups by stage <==
stage     combinational, W  sequential [W]  clock (W)
6_report          0.000871        0.000473   0.000386
5_1_grt            0.00101        0.000474   0.000413
4_1_cts           0.000884        0.000473   0.000399
==> metrics by stage <==
step	total power [W]	std cells	hold WS [ns]	instance area [µm²]	utilization
after CTS	0.00176	1177	0.453	8780	0.350
after floorplan	0.00118	807	0.427	7650	-
after detailed placement	0.00136	1162	0.440	8500	0.338
final	0.00173	1177	0.451	8780	0.350
after global placement	0.00137	1162	0.437	8500	0.338
after global routing	0.00190	1177	0.458	8780	0.350
==> layout make-up <==
class / count / area [µm²]
Multi-Input combinational cell: 582 / 4760
Timing Repair Buffer: 57 / 548
Sequential cell: 78 / 2340
Inverter: 115 / 432
Clock buffer: 10 / 229
Tap cell: 330 / 413
Clock inverter: 5 / 51.3
Fill cell: 2587 / 16300
Power is estimated from default activity; no workload was simulated.
