--- /design/flow/config.mk ---
export PLATFORM = sky130hd
export DESIGN_NAME = color_numbers
export DESIGN_NICKNAME = color_numbers
export VERILOG_FILES = /design/flow/design.v
export SDC_FILE = /design/flow/constraint.sdc
export NUM_CORES = 4
export LEC_CHECK = 1
export CORE_AREA = 10 10 107 107
export DIE_AREA = 0 0 117 117
--- /design/flow/constraint.sdc ---
current_design color_numbers

set clk_period 4.2
set clk_io_pct 0.2

create_clock -name clk0 -period $clk_period [get_ports {CLOCK}]

set non_clock_inputs [all_inputs -no_clocks]
set_input_delay [expr $clk_period * $clk_io_pct] -clock clk0 $non_clock_inputs
set_output_delay [expr $clk_period * $clk_io_pct] -clock clk0 [all_outputs]
--- /design/flow/design.v ---
`timescale 1ns / 1ps
module color_numbers(input CLOCK, input sw15_turned_off, output reg[6:0] num_seg = 0, input [11:0] xpos, ypos, input[12:0] pixel_index, input left, middle, right);
    wire [12:0] xpos_scaled;
    wire [12:0] ypos_scaled;
    reg [12:0] curr_x;
    reg [12:0] curr_y;
    reg alt = 0;
    assign xpos_scaled = xpos / 4;
    assign ypos_scaled = ypos / 4;
    always @(posedge CLOCK) begin
        alt <= (middle) ? ~alt : alt;
        if (alt) begin
        curr_x <= (xpos_scaled > 94) ? 94 : (xpos_scaled < 1) ? 1 : xpos_scaled;
        curr_y <= (ypos_scaled > 62) ? 62 : (ypos_scaled < 1) ? 1 : ypos_scaled;
        end
        else begin
        curr_x <= (xpos_scaled > 95) ? 95 : (xpos_scaled < 0) ? 0 : xpos_scaled;
        curr_y <= (ypos_scaled > 63) ? 63 : (ypos_scaled < 0) ? 0 : ypos_scaled;
        end
        if (sw15_turned_off) begin
            num_seg <= 7'b0000000;
        end
        else begin
        if (left) begin
            if (curr_x > 10 & curr_x < 40 & curr_y > 5 & curr_y < 10) begin num_seg[0] <= 1; end
            else if (curr_x > 40 & curr_x < 45 & curr_y > 10 & curr_y < 25) begin num_seg[1] <= 1; end
            else if (curr_x > 40 & curr_x < 45 & curr_y > 30 & curr_y < 45) begin num_seg[2] <= 1; end
            else if (curr_x > 10 & curr_x < 40 & curr_y > 45 & curr_y < 50) begin num_seg[3] <= 1; end
            else if (curr_x > 5 & curr_x < 10 & curr_y > 30 & curr_y < 45) begin num_seg[4] <= 1; end
            else if (curr_x > 5 & curr_x < 10 & curr_y > 10 & curr_y < 25) begin num_seg[5] <= 1; end
            else if (curr_x > 10 & curr_x < 40 & curr_y > 25 & curr_y < 30) begin num_seg[6] <= 1; end
        end
        else if (right) begin
            if (curr_x > 10 & curr_x < 40 & curr_y > 5 & curr_y < 10) begin num_seg[0] <= 0; end
            else if (curr_x > 40 & curr_x < 45 & curr_y > 10 & curr_y < 25) begin num_seg[1] <= 0; end
            else if (curr_x > 40 & curr_x < 45 & curr_y > 30 & curr_y < 45) begin num_seg[2] <= 0; end
            else if (curr_x > 10 & curr_x < 40 & curr_y > 45 & curr_y < 50) begin num_seg[3] <= 0; end             
            else if (curr_x > 5 & curr_x < 10 & curr_y > 30 & curr_y < 45) begin num_seg[4] <= 0; end
            else if (curr_x > 5 & curr_x < 10 & curr_y > 10 & curr_y < 25) begin num_seg[5] <= 0; end
            else if (curr_x > 10 & curr_x < 40 & curr_y > 25 & curr_y < 30) begin num_seg[6] <= 0; end
        end
        end
    end 
endmodule
--- /design/flow/run.sh ---
#!/bin/bash
# OpenROAD 26Q1-2900-gdf79404cd8, Yosys 0.63+post, stock flow scripts
make -C /OpenROAD-flow-scripts/flow DESIGN_CONFIG=/design/flow/config.mk WORK_HOME=/design/flow/orfs finish
==> results.sh <==
# implementation run metrics
export IMPL_outcome="completed"
export IMPL_max_freq_ghz=0.450
export IMPL_tritoncts="yes"
export IMPL_drt_iter0_markers=57
export IMPL_syn_to_final_growth_pct=42.3
export IMPL_cp_end_kind="register"
export IMPL_die_h_um=117
export IMPL_num_vias=1002
export IMPL_yosys_top_cells_count="dfxtp_1, nand2b_1, inv_1"
export IMPL_die_w_um=117
export IMPL_crit_fanout=7
export IMPL_antenna_found_initial=0
export IMPL_drtAntennaViolNets=0
export IMPL_tightest_slew_ns=0.880
export IMPL_min_path_type="register to register"
export IMPL_cts_sinks=28
export IMPL_die_area_sq_um=13700
export IMPL_via_per_inst=3.67
export IMPL_grt_max_degree=17
export IMPL_syn_inst=123
export IMPL_holdPathStages=2
export IMPL_warnings=42
export IMPL_grt_pass1_wl_mm=4.56
export IMPL_core_sq_um=9200
export IMPL_cts_root_buf="clkbuf_8"
export IMPL_rrSetupSlack_ns=2.47
export IMPL_powerDensity_nw_per_um2=295
export IMPL_track_usage_pct=4.03
export IMPL_worstSetupPathType="input port to register"
export IMPL_clk_pin_slew_ns=0.09
export IMPL_cts_setup_buffers=0
export IMPL_io_pins=49
export IMPL_avgSynthCellArea_sq_um=10.3
export IMPL_cp_required_ns=4.39
export IMPL_hpwl_mm=2.27
export IMPL_hold_path_end="num_seg[3]$_SDFFE_PP0P_"
export IMPL_postSynthSeqShare_pct=45.1
export IMPL_avgRoutedWirePerCell_um=10.2
export IMPL_post_route_min_period_ns=2.22
export IMPL_ys_cells=123
export IMPL_reg2reg_depth=4
export IMPL_first_pass_iters=4
export IMPL_fp_util_pct=13.8
export IMPL_rsz0062_at_grt="false"
export IMPL_r2r_end="num_seg[2]$_SDFFE_PP0P_"
export IMPL_finalHoldViolations=0
export IMPL_cts_resized=0
export IMPL_max_clock_path_buffers=2
export IMPL_top_area_share_pct=42.7
export IMPL_clock_latency_ns=0.27
export IMPL_yosysTopAreaCell="dfxtp_1"
export IMPL_n_antenna_cell=0
export IMPL_worstHoldStart="num_seg[3]$_SDFFE_PP0P_"
export IMPL_yosys_stat_area_sq_um=1260
export IMPL_leakage_nw=0.603
export IMPL_vdd_drop_max_mv=0.136
export IMPL_cap_violations=0
export IMPL_startpoint_type="input port"
export IMPL_ys_ff=28
export IMPL_grt_overflow_total=0
export IMPL_edf_count=1
export IMPL_finClkSkew_ns=0.00720
export IMPL_drv_slew=0
export IMPL_ff_type="dfxtp_1"
export IMPL_cts_hold_buf=0
export IMPL_most_common_cell="dfxtp_1"
export IMPL_drive_gt1_share_pct=9.26
export IMPL_setup_viol=0
export IMPL_yosys_warnings=1
export IMPL_synth_cell_type_count=47
export IMPL_max_slew_margin_pct=40.8
export IMPL_timing_final_ws_setup_ns=1.98
export IMPL_area_leaders="dfxtp_1, nand2b_1, mux2i_1"
export IMPL_rows=35
export IMPL_cp_arrival_ns=2.42
export IMPL_grt_pass1_vias=1003
export IMPL_pre_cts_ws_ns=1.68
export IMPL_gp_congestion=0.810
export IMPL_port_buffers=31
export IMPL_r2r_start="curr_x[8]$_DFF_P_"
export IMPL_cts_buffers=3
export IMPL_fin_crit_sh_pct=52.9
export IMPL_routed_wl_mm=2.77
export IMPL_cts_max_level=1
export IMPL_async_reset_ff_share_pct=0
export IMPL_fin_tns_setup_ns=0
export IMPL_drc=0
export IMPL_syn_cell_area_sq_um=1260
-- power by group --
part | switching, mW | internal [mW]
Clock | 0.0800 | 0.127
Sequential | 0.00614 | 0.275
Combinational | 0.0151 | 0.0283
Total | 0.101 | 0.430
-- layout by cell type, fill, tap and decap left out, drive strengths merged, types with 2 or more instances in the layout --
| master | Yosys | final |
|---|---|---|
| mux2i | 3 | 3 |
| nand3b | 4 | 4 |
| and2 | 2 | 2 |
| o21a | 2 | 2 |
| nor2 | 3 | 3 |
| or4 | 5 | 5 |
| o21ai | 3 | 3 |
| nand2 | 3 | 3 |
| a211oi | 3 | 3 |
| nor4 | 4 | 4 |
| conb | 1 | 7 |
| clkbuf | 2 | 3 |
| nor4b | 2 | 2 |
| a32o | 2 | 2 |
| a21oi | 2 | 2 |
| clkdlybuf4s50 | 0 | 31 |
| and2b | 2 | 2 |
| dfxtp | 27 | 27 |
| nand2b | 9 | 9 |
| nand3 | 5 | 5 |
| nor3 | 3 | 3 |
| or3b | 2 | 2 |
| a2111oi | 2 | 2 |
| nand4b | 2 | 2 |
| o32ai | 2 | 2 |
| inv | 6 | 6 |
| nand4 | 4 | 4 |
| or2b | 4 | 4 |
-- worst max-delay path, stage by stage --
cell,delay (ns)
clkdlybuf4s50_1,0.39
nor4_1,0.77
o21ai_0,0.21
a32oi_1,0.20
-- kinds of logic after synthesis --
| kind of cell | count (synthesis) | synth area share, % |
|---|---|---|
| AOI/OAI and AO/OA | 23 | 16.8 |
| xor gates and xnor gates | 1 | 0.693 |
| other | 1 | 0.296 |
| DFF | 28 | 45.1 |
| and+or+nand+nor | 58 | 31.8 |
| buffers and inverters | 9 | 2.97 |
| muxes | 3 | 2.37 |
-- stage by stage --
stage | cell area [sq um] | hold WS (ns) | std cells | util [%] | total power [mW]
floorplan | 1290 | 0.437 | 129 | - | 0.300
global placement | 1730 | 0.471 | 269 | 18.8 | 0.330
detailed placement | 1730 | 0.471 | 269 | 18.8 | 0.331
CTS | 1800 | 0.486 | 273 | 19.6 | 0.537
global route | 1800 | 0.504 | 273 | 19.6 | 0.552
finish | 1800 | 0.480 | 273 | 19.6 | 0.532
-- flip-flops by register name (all words and copies together), names as in the netlist --
signal   count
alt          1
curr_y      10
num_seg      7
curr_x      10
-- worst max path at each step --
stage / from / to / cells past startpoint
CTS: ypos[10] / curr_y[0]$_DFF_P_ / 4
global route: ypos[10] / curr_y[0]$_DFF_P_ / 4
finish: ypos[10] / curr_y[0]$_DFF_P_ / 4
-- layer usage --
metal  vias to the layer above  part of all wire (%)  global-route usage [%]
li1                        537                     -                       -
met1                       420                    57                    6.34
met2                        43                    33                    5.06
met3                         2                   8.9                    1.55
met4                         0                   1.7                   0.577
met5                         -                     0                       0
-- layout make-up --
type / instances / area, sq um
clock buffers: 3 / 41.3
multi-input cells: 92 / 679
inverters: 6 / 22.5
well taps: 111 / 139
fillers: 1028 / 7400
flip-flops and latches: 28 / 571
clock inverters: 1 / 30.0
repair buffers: 32 / 318
Power and IR drop assume default switching activity.
